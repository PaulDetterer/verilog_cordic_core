$ cat /design/flow/design.v
module MULFDC
#(
    parameter BW = 12,
    parameter ABW = 10
)
(
    input clk_fs,   
    input clk_fso2,   
    input clk_fso4,   
    input rstb,  
    input [BW-1:0] Iin,
    input [BW-1:0] Qin,
    input [ABW-1:0] Wif,
    output [BW-1:0] Iout,
    output [BW-1:0] Qout
);
    reg  [BW-1:0] Iin_s, Qin_s;
    wire  [BW-1:0] Irt, Qrt;
    always_ff @(posedge clk_fs or negedge rstb)
        if (rstb == 0)
         begin
            Iin_s <= 'd0;
            Qin_s <= 'd0;
         end
        else
         begin
            Iin_s <= Iin;
            Qin_s <= Qin;
         end
     shifter u_shifter(
         .i_in(Iin_s),
         .q_in(Qin_s),
         .rst_neg(rstb),
         .clk(clk_fs),
         .bypass(0),
         .i_out(Irt),
         .q_out(Qrt)
     );
    wire [BW-1:0] Ilpf1,Qlpf1;
    reg  [BW-1:0] Idec1,Qdec1;
    fir #(.BW(BW),.N(5),.S(BW-1)) uIFIR1 (
        .CK(clk_fs),
        .RB(rstb),
        .X(Irt),
        .C({12'd211,12'd420,12'd503,12'd420,12'd211}),
        .Y(Ilpf1));
    fir #(.BW(BW),.N(5),.S(BW-1)) uQFIR1 (
        .CK(clk_fs),
        .RB(rstb),
        .X(Qrt),
        .C({12'd211,12'd420,12'd503,12'd420,12'd211}),
        .Y(Qlpf1));
    always_ff @(posedge clk_fso2 or negedge rstb)
        if (rstb==0)
         begin
            Idec1 <= 'd0;
            Qdec1 <= 'd0;
         end
        else
         begin
            Idec1 <= Ilpf1;
            Qdec1 <= Qlpf1;
         end
    wire [BW-1:0] Ilpf2,Qlpf2;
    reg  [BW-1:0] Idec2,Qdec2;
    fir #(.BW(BW),.N(5),.S(BW-1)) uIFIR2 (
        .CK(clk_fso2),
        .RB(rstb),
        .X(Idec1),
        .C({12'd211,12'd420,12'd503,12'd420,12'd211}),
        .Y(Ilpf2));
    fir #(.BW(BW),.N(5),.S(BW-1)) uQFIR2 (
        .CK(clk_fso2),
        .RB(rstb),
        .X(Qdec1),
        .C({12'd211,12'd420,12'd503,12'd420,12'd211}),
        .Y(Qlpf2));
    always_ff @(posedge clk_fso4 or negedge rstb)
        if (rstb==0)
         begin
            Idec2 <= 'd0;
            Qdec2 <= 'd0;
         end
        else
         begin
            Idec2 <= Ilpf2;
            Qdec2 <= Qlpf2;
         end
    assign Qout = Qdec2;
    assign Iout = Idec2;
endmodule    
module fir
#(
    parameter BW=12,
    parameter N = 5,
    parameter S = BW-1
)
(
    input          CK,
    input          RB,
    input [BW-1:0] X,
    input [N*BW-1:0] C,
    output [BW-1:0] Y
);
    reg [2*BW+N:0] tap[1:N-1];
    wire    [2*BW:0] Yfull;
    wire    [2*BW:0] YfullShifted;
    always @(posedge CK or negedge RB)
        if (!RB)
            tap[N-1] <= {2*BW+N+1{1'b0}};
        else
            tap[N-1] <= $signed(C[N*BW-1:(N-1)*BW])*$signed(X);
    generate    
        genvar i;
        for (i=1; i<N-1; i=i+1)
            always @(posedge CK or negedge RB)
                if (!RB)
                    tap[i] <= {2*BW+N+1{1'b0}};
                else
                    tap[i]<=$signed(C[(i+1)*BW-1:i*BW])*$signed(X)+$signed(tap[i+1]); 
    endgenerate
    assign Yfull=$signed(tap[1])+$signed(X)*$signed(C[BW-1:0]);
    assign YfullShifted = ($signed(Yfull))>>>(S);
    assign Y=YfullShifted[BW-1:0];  
endmodule
module shifter
   (
    input	 [11:0]	i_in,
    input	 [11:0]	q_in,
	input 		rst_neg,
	input		clk,
	input		bypass,	
    output	reg	[11:0]	i_out,
	output	reg	[11:0]	q_out
    );
	reg		[2:0]	freq_45;
	reg		[12:0]	sin_out;
	reg		[12:0]	cos_out;
	reg		[23:0]	i_24;
	reg		[23:0]	q_24;
	always @(posedge clk or negedge rst_neg) 
	begin
    	if(!rst_neg)
			begin
				freq_45 = 0;
				i_out   = 0;
				q_out	= 0;
				sin_out = 0;
				cos_out = 0;
			end
		else if (bypass)
			begin
				i_out = i_in;
				q_out = q_in;
			end
    	else
			begin
				case (freq_45)
				0 : begin
					 sin_out = 0 ;
					 cos_out = 4095 ;
					end
				1 : begin
					 sin_out = 2896 ;
					 cos_out = 2896 ;
					end
				2 : begin
					 sin_out = 4095 ;
					 cos_out = 0 ;
					end
				3 : begin
					 sin_out = 2896 ;
					 cos_out = -2896 ;
					end
				4 : begin
					 sin_out = 0 ;
					 cos_out = -4095 ;
					end
				5 : begin
					 sin_out = -2896 ;
					 cos_out = -2896 ;
					end
				6 : begin
					 sin_out = -4095 ;
					 cos_out = 0 ;
					end
				7 : begin
					 sin_out = -2896 ;
					 cos_out = 2896 ;
					end
				endcase
				i_24  =  (($signed(i_in)*$signed(cos_out)) + ($signed(q_in)*$signed(sin_out)));
				i_out = i_24>>>12;
				q_24  =  (-($signed(i_in)*$signed(sin_out)) + ($signed(q_in)*$signed(cos_out)));
				q_out = q_24>>>12;
				freq_45 = freq_45 + 1;
			end
	end
endmodule
$ cat /design/flow/run.sh
#!/bin/bash
# OpenROAD 26Q1-2900-gdf79404cd8, Yosys 0.63+post, stock flow scripts
make -C /OpenROAD-flow-scripts/flow DESIGN_CONFIG=/design/flow/config.mk WORK_HOME=/design/flow/orfs finish
$ cat /design/flow/constraint.sdc
current_design MULFDC

set clk_period 11.1
set clk_io_pct 0.2

create_clock -name clk0 -period $clk_period [get_ports {clk_fs}]
create_clock -name clk1 -period $clk_period [get_ports {clk_fso2}]
create_clock -name clk2 -period $clk_period [get_ports {clk_fso4}]

set non_clock_inputs [all_inputs -no_clocks]
set_input_delay [expr $clk_period * $clk_io_pct] -clock clk0 $non_clock_inputs
set_output_delay [expr $clk_period * $clk_io_pct] -clock clk0 [all_outputs]
$ cat /design/flow/config.mk
export PLATFORM = sky130hd
export DESIGN_NAME = MULFDC
export DESIGN_NICKNAME = MULFDC
export VERILOG_FILES = /design/flow/design.v
export SDC_FILE = /design/flow/constraint.sdc
export NUM_CORES = 4
export LEC_CHECK = 1
export CORE_UTILIZATION = 40
==> GITHUB_STEP_SUMMARY <==
## Synthesis and layout report

| Metric | Value |
|---|---|
| Commonest cells post-synth | `inv_1, fa_1, ha_1, dfrtp_1, xnor2_1` |
| Type of origin of the critical path | `register` |
| Core area | `165000 um^2` |
| Relative slew slack | `just under 40%` |
| Avg Cell Area, Syn | `~10 um^2` |
| # resized after CTS | `0` |
| Final setup fails | `0` |
| Worst reg2reg path startpoint | `u_shifter.freq_45[0]` |
| Ys flops | `roughly 460` |
| Final WL | `140000 um` |
| Crit-path max FO | `26` |
| Core utilization at floorplan | `about two fifths` |
| Register share after synthesis | `17.2%` |
| CTS sink cnt | `between 400 and 500` |
| Die area | `between 150000 and 200000 um^2` |
| Share of layout cells above drive strength 1 | `roughly 3%` |
| Hold Fails Final Rpt | `0` |
| Most common cell in the synthesized netlist | `inv_1` |
| Top cells by area, synth | `fa_1, ha_1, dfrtp_1` |
| CTS Hold Buffers Added | `0` |
| Compound Share, Synth | `8.38%` |
| Critical Path Max Stage Delay | `0.55 ns` |
| RSZ-0062 raised after global routing | `false` |
| First drt pass iteration count | `24` |
| Crit path DAT | `slightly below 9 ns` |
| Synth mux share | `less than 1%` |
| RePlAce Congestion | `between 0.9 and 1` |
| Post-Synth Simple-Gate Area | `8.44%` |
| FP Rows | `~150` |
| Worst setup path class | `register to register` |
| WL per Instance | `roughly 16 um` |
| Async SR Flop Fraction | `roughly 100%` |
| Largest net degree at the start of global routing | `between 100 and 150` |
| Yosys warning count | `5` |
| Post-DRT Antenna Nets | `0` |
| Final WS setup | `approximately 2.7 ns` |
| Worst-path clk slew | `roughly 0.06 ns` |
| Via Count | `roughly 43000` |
| Io pins | `62` |
| Setup Buffers After CTS | `0` |
| Vias per cell | `around 4.8` |
| Adder share | `49.9%` |
| Cells after Synth | `around 6700` |
| Initial antenna violation count | `1` |
| CP required | `~12 ns` |
| Pre-CTS WS | `around 2.7 ns` |
| Critical Path Slowest Stage Cell | `fa_1` |
| Primary FF master, synth | `dfrtp_1` |
| Yosys xor share | `6.05%` |
| Critical Path End Type | `register` |
| Crit. Startpoint | `u_shifter.freq_45[0]` |
| Setup tns final | `0 ns` |
| Yosys cell types | `84` |
| Final Skew | `around 0.017 ns` |
| Mapped cell area | `about 67000 um^2` |
| DIE HEIGHT | `410 um` |
| Initial DRC Count | `between 1000 and 1500` |
| Total grt overflow | `0` |
| Worst-Margin Slew | `0.896 ns` |
| HPWL Detailed | `between 100000 and 150000 um` |
| Core Util, Final | `a little over two fifths` |
| Hold_sp | `uIFIR1.tap[2][1]` |
| Tool warning count | `77` |
| Area Overhead vs Synth | `7.63%` |
| Cell taking the most area after synthesis | `fa_1` |
| Hold_ws | `0.346 ns` |
| Total track usage | `18.5%` |
| TritonCTS clock tree | `yes` |
| Yosys stat cell total | `~6700` |
| Area reported by Yosys stat | `66700 um^2` |
| # DRC | `0` |
| EDFF count, synth | `0` |
| Die W | `410 um` |
| Worst hold path type | `register to register` |
| First-pass GRT wire length | `around 240000 um` |
| IO Port Bufs | `roughly 50` |
| Max-area cell share | `between 30 and 40%` |
| Status | `complete, no violations` |
| Slew Limit Fails | `0` |
| R2R Setup Slk | `2.71 ns` |
| Comb area leader | `adder cells` |
| Number of global-route vias before repair | `between 40000 and 50000` |
| Max-cap violations | `0` |
[path summary, 6_finish.rpt]
kind	cells after the start	to
worst max-delay path	29	u_shifter.q_out[11]
max in group clk2	22	Qdec2[11]
worst max register to register	29	u_shifter.q_out[11]
max in group asynchronous	4	u_shifter.q_out[8]
min in group asynchronous	1	uIFIR1.tap[1][21]
worst min register to register	0	uIFIR1.tap[1][1]
min in group clk2	1	Idec2[11]
min in group clk1	0	uQFIR2.tap[3][1]
worst min-delay path	0	uIFIR1.tap[1][1]
max in group clk1	23	Idec1[10]
[worst max-delay path: cells and delay by family (launching register included)]
| kind | cells | cell delay, ns |
|---|---|---|
| AOI/OAI and AO/OA | 6 | 1.65 |
| xor gates and xnor gates | 1 | 0.13 |
| adders and majority gates | 9 | 3.72 |
| buffers and inverters | 8 | 1.16 |
| DFF | 1 | 0.49 |
| and+or+nand+nor | 5 | 1.06 |
[per-layer routing]
layer	GRT usage, %	vias to the layer above	part of all wire, %
met5	0.0862	-	0
met4	2.74	0	1.9
met3	5.31	136	6.5
met2	29.4	809	47
met1	26.8	20900	45
li1	-	21100	-
[kinds of logic (layout without fill, tap and decap cells)]
logic type               Yosys count  count (layout)
AND/OR/NAND/NOR                 1144            1144
other                              2               4
XOR/XNOR                         458             458
buffers and inverters           1722            1815
adder cells (fa/ha/maj)         2016            2016
AND-OR/OR-AND                    848             848
flip-flops                       459             459
multiplexers                      20              20
[final cells by class]
type                       instances  area [um^2]
multi-input combinational       4489        48800
timing repair buffer              85          778
tap                             2189         2740
sequential                       459        11500
fill                           15400        93500
antenna                            1         2.50
clock buffer                      69         1510
inverter                        1639         6150
clock inverter                    22          372
[through the flow]
stage / instance area [um^2] / instances
5_1_grt: 71800 / 8952
4_1_cts: 71800 / 8952
3_3_place_gp: 69900 / 8861
2_1_floorplan: 66700 / 6670
3_5_place_dp: 69900 / 8861
6_report: 71800 / 8953
[flip-flops by register name (all words and copies together) (netlist names)]
signal / flops
uIFIR1.tap: 90
uIFIR2.tap: 90
uQFIR1.tap: 90
uQFIR2.tap: 90
Idec1: 12
Idec2: 12
Iin_s: 12
Qdec1: 12
Qdec2: 12
Qin_s: 12
u_shifter.i_out: 12
u_shifter.q_out: 12
u_shifter.freq_45: 3
[cells in the final DEF (no fill, tap or decap), drive strengths merged, types with 32 or more instances in the layout]
master,netlist,final
inv,1637,1641
fa,1078,1078
ha,938,938
dfrtp,459,459
xnor2,358,358
nand2,297,297
nor2,247,247
a21oi,235,235
o21ai,182,182
and2,146,146
a21o,102,102
xor2,98,98
nor3,98,98
nand3,80,80
nor2b,69,69
clkbuf,81,69
o21a,48,48
clkdlybuf4s50,0,48
nand2b,46,46
or2,41,41
o21bai,37,37
buf,2,37
a211oi,34,34
or3,32,32
a31oi,32,32
